## flow/design.v

```verilog
module dg_counter #(parameter addr_size=4)(
    input clk,
    output [addr_size:0] gray_count_st, 
    output [addr_size-1:0] gray_count_nd,
    input reset_n,
    input en
    );
    reg [addr_size:0] Q_reg,Q_next ;
    wire _2nd_msb ;
    always @(posedge clk, negedge reset_n)
        begin
           if (~reset_n)
               Q_reg <= 'b0;
           else if(en)
               Q_reg <= Q_next;
           else Q_reg <= Q_reg ;
       end
       always @(Q_reg)
       begin
           Q_next <= Q_reg + 1;
       end
    assign gray_count_st = Q_reg ^ (Q_reg >> 1);
    assign _2nd_msb = gray_count_st[addr_size] ^gray_count_st[addr_size-1];
    assign gray_count_nd ={_2nd_msb,gray_count_st[addr_size-2:0]};
endmodule
module fifo_cu #(parameter addr_size=4) (
    input reset_n,
    input w_clk, 
    input r_clk, 
    input rd,
    input wr,
    output [addr_size-1:0] addr_r,  
    output [addr_size-1:0] addr_w,
    output full,
    output empty,
    output we_enable,
    output rd_enable);
    wire [addr_size:0] ptr_r;
    wire [addr_size:0] ptr_w;
      reg [addr_size:0] ptr_r_syn,ptr_r_syn_1;
      reg [addr_size:0] ptr_w_syn,ptr_w_syn_1;
    assign we_enable =wr&(!full);
    assign rd_enable=rd&(!empty);
    dg_counter #(.addr_size(addr_size)) read_ptr(
         .clk(r_clk),
        .gray_count_st(ptr_r), 
        .gray_count_nd(addr_r),
         .reset_n(reset_n),
         .en(rd_enable)
        );
    dg_counter #(.addr_size(addr_size)) write_ptr(
                .clk(w_clk),
              .gray_count_st(ptr_w), 
                .gray_count_nd(addr_w),
                .reset_n(reset_n),
                .en(we_enable)
               );
    always@(posedge r_clk, negedge reset_n)
    begin
      if(~reset_n) 
        begin
          {ptr_w_syn,ptr_w_syn_1} <= 0; 
        end
      else begin    
        ptr_w_syn_1 <= ptr_w;
        ptr_w_syn <=  ptr_w_syn_1;
          end 
    end
    always@(posedge w_clk, negedge reset_n)
      begin
      if(~reset_n) 
          begin
            {ptr_r_syn,ptr_r_syn_1} <= 0; 
          end
      else begin    
          ptr_r_syn_1 <= ptr_r;
          ptr_r_syn <=  ptr_r_syn_1;
          end 
      end
    assign full = ( (ptr_w[addr_size] != ptr_r_syn[addr_size]) &&
                    (ptr_w[addr_size-1] != ptr_r_syn[addr_size-1]) &&
                    (ptr_w[addr_size-2:0]) == (ptr_r_syn[addr_size-2:0]));
    assign empty = (((ptr_w_syn == ptr_r))   );
endmodule
module mem #(parameter addr_size=4, word_width=8)(
    input we_s, clk, 
    input [addr_size-1:0] addr_r, 
    input [addr_size-1:0] addr_w, 
    input [word_width-1:0] data_w, 
   output [word_width-1:0] data_r  
   );
   reg [word_width-1:0] reg_mem [0: 2**addr_size -1];
   always@(posedge clk) 
   begin
   if(we_s)
   reg_mem[addr_w] <= data_w;
   end
    assign data_r = reg_mem[addr_r];
endmodule
module asyn_fifo_main #(parameter addr_size=3, word_width=8)(
    input r_clk, w_clk, rd,wr, reset_n,
    input [word_width-1:0] data_in,
    output [word_width-1:0] data_out,
    output full,empty);
    wire [addr_size-1:0] addr_r,addr_w ;
    wire we_enable, rd_enable ;
    wire [addr_size:0] ptr_r;
    wire [addr_size:0] ptr_w;
    fifo_cu #(.addr_size(addr_size)) fifo_cu_i1
    (.reset_n(reset_n),.w_clk(w_clk), .r_clk(r_clk),.rd(rd),.wr(wr),.addr_r(addr_r), .addr_w(addr_w),
   .full(full),.empty(empty), .we_enable(we_enable),.rd_enable(rd_enable));
    mem #(addr_size,word_width) mem_i1 (.we_s(we_enable), .clk(w_clk),.addr_r(addr_r),
          .addr_w(addr_w),.data_w(data_in),.data_r(data_out));
endmodule
```

## flow/config.mk

```make
export PLATFORM = sky130hd
export DESIGN_NAME = asyn_fifo_main
export DESIGN_NICKNAME = asyn_fifo_main
export VERILOG_FILES = /design/flow/design.v
export SDC_FILE = /design/flow/constraint.sdc
export NUM_CORES = 4
export LEC_CHECK = 1
export CORE_UTILIZATION = 30
```

## flow/run.sh

```bash
#!/bin/bash
# OpenROAD 26Q1-2900-gdf79404cd8, Yosys 0.63+post, stock flow scripts
make -C /OpenROAD-flow-scripts/flow DESIGN_CONFIG=/design/flow/config.mk WORK_HOME=/design/flow/orfs finish
```

## flow/constraint.sdc

```tcl
current_design asyn_fifo_main

set clk_period 3.2
set clk_io_pct 0.2

create_clock -name clk0 -period $clk_period [get_ports {r_clk}]
create_clock -name clk1 -period $clk_period [get_ports {w_clk}]

set non_clock_inputs [all_inputs -no_clocks]
set_input_delay [expr $clk_period * $clk_io_pct] -clock clk0 $non_clock_inputs
set_output_delay [expr $clk_period * $clk_io_pct] -clock clk0 [all_outputs]
```

==> changes_impl.md <==
## Flow update

* Status: finished clean
* P_leak at 1.564 nW
* Cells after Synth at 169
* Ratio of cells with drive above 1 in the final layout at 0.2186
* Post-synth EDFFs at 64
* Vias in the first global route at 1,740
* Via count at 1,664
* Worst-margin pin slew at 0.3203 ns
* Setup TNS at 0 ns
* Critical Path, Cell by Cell: ha_1 > buf_12 > mux4_1 > mux2_2 > clkdlybuf4s50_1
* Power Internal at 0.003492 W
* VDD IR max at 0.5205 mV
* Cell count of the worst reg-to-reg path at 6
* GR Util met3 at 0.05861
* Layout Utilization at 0.3911
* Gate power share at 0.388
* Critical path class: flip-flop to output port
* Max Clock Skew at 0.004594 ns
* Final ANT Viol Nets at 0
* Rows at 38
* Critical Path Slowest Stage Cell: mux4_1
* Max FO, Critical Path at 19
* Switching power total at 0.001382 W
* Synthesized registers at 88
* First-pass GRT wire length at 9259 um
* First-pass DRT Iterations at 4
* Tally of OpenROAD warnings at 26
* Yosys stat chip area at 3470 um^2
* Unique cell types at 29
* Sw frac at 0.2835
* Routability cong. at 0.7263
* Post-CTS setup buffer count at 0
* Vias/cell at 4.687
* CP Data Arrival Time at 2.44 ns
* Met1 usage at 0.1595
* Setup violators final at 0
* Max reg flops at 64
* Top reg by flops: mem_i1.reg_mem
* Clk sink count at 88
* Sequential power share at 0.357
* Final Hold Viols at 0
* Crit path DRT at 2.56 ns
* Core Region at 11,030 um^2
* Initial antenna violation count at 0
* Final WL at 5793 um
* Dpl cell area at 3924 um^2
* Die Width at 109.5 um
* Diodes inserted at 0
* Ys cells at 169
* PortBufs at 21
* Largest net degree at the start of global routing at 25
* Cell count along the critical path at 5
* Critical path's largest stage delay at 0.58 ns
* Iteration-0 DRC Markers at 57
* Pins over their slew limit at 0
* Warning count from the yosys run at 3
* Cell Area, Synth at 3470 um^2
* Total track usage at 0.1126
* Dominant flop cell: edfxtp_1
* Fillers at 991
* Type of origin of the critical path: flip-flop
* Layer carrying the most global-route usage: met2
* Slew headroom at 0.7858
* Largest delay share family, worst path: multiplexers
* Drt wl/cell at 16.32 um
* HP Class: flip-flop to flip-flop
* Most numerous logic cell after layout: edfxtp_1
* Hold Crit Depth at 0
* Max-Cap Viols at 0
* Hpwl dp at 3545 um
* Seq share, synth at 0.7270
* CP bufs+invs at 2
* Ports at 23
* RSZ-0062 raised after global routing: no
* DIE AREA at 12,000 um^2
* Gr ovfl total at 0
* Die extent in y at 109.5 um
* Synthesized area per cell at 20.53 um^2
* PD cells at 1130 nW/um^2
* Area Overhead vs Synth at 24.34%
* # hold bufs at CTS at 0
* Initial Util at 0.3145
* Final std cell area, no fill at 4314 um^2
* CTS tree: yes
* Synth async-reset ratio at 0.2727
* M2 GR Usage at 0.1653
* Clk network pwr share at 0.255
* Most common logic cells in the final layout: edfxtp_1 (64), dfrtp_1 (23), clkdlybuf4s50_1 (21)
* Worst Setup End Kind: output port
* Clk slew on worst S/H paths at 0.04 ns
* Residual DRC at 0
-- kinds of logic after synthesis --
| family | after synthesis | synth area share |
|---|---|---|
| buf+inv | 10 | 0.01947 |
| fa+ha+maj | 4 | 0.01443 |
| flops | 88 | 0.7270 |
| simple gates | 23 | 0.03390 |
| xor+xnor | 15 | 0.04616 |
| mux | 25 | 0.1504 |
| compound gates | 4 | 0.008655 |
-- through the flow --
stage	setup WS (ns)	std cells	power (W)	hold slack (ns)
after global routing	0.02148	355	0.005186	0.3603
final	0.1224	355	0.004874	0.3441
after detailed placement	0.3650	335	0.003683	0.3347
after CTS	0.1023	355	0.004957	0.3473
after global placement	0.3774	335	0.003669	0.3329
after floorplan	0.7285	169	0.002961	0.3312
-- worst register-to-register path, cell delays in order (launching register included) --
cell	delay, ns
dfrtp_2	0.50
ha_1	0.50
xnor2_1	0.13
nand4_2	0.15
nand2_1	0.14
nor3_1	0.21
buf_4	0.23
-- synthesized netlist by cell type, types with 2 or more instances --
master | instances | area [um^2]
ha_1 | 4 | 50.05
clkbuf_1 | 2 | 7.510
nand2_1 | 6 | 22.52
nor2_1 | 3 | 11.26
edfxtp_1 | 64 | 1922
mux2_2 | 9 | 101.4
buf_2 | 2 | 10.01
xor2_1 | 4 | 35.03
dfrtp_1 | 24 | 600.6
nand3_1 | 4 | 20.02
nor4_1 | 3 | 18.77
xnor2_1 | 9 | 78.83
nor3_1 | 4 | 20.02
mux4_1 | 16 | 420.4
-- worst paths after layout --
path,from,endpoint,slack (ns)
setup / recovery,fifo_cu_i1.read_ptr.Q_reg[0],data_out[6],0.12
hold / removal,fifo_cu_i1.ptr_w_syn_1[1],fifo_cu_i1.ptr_w_syn[1],0.34
setup reg to reg,fifo_cu_i1.write_ptr.Q_reg[2],mem_i1.reg_mem[6][5],1.04
hold reg to reg,fifo_cu_i1.ptr_w_syn_1[1],fifo_cu_i1.ptr_w_syn[1],0.34
max in group clk1,fifo_cu_i1.write_ptr.Q_reg[2],mem_i1.reg_mem[6][5],1.04
max in group asynchronous,reset_n,fifo_cu_i1.read_ptr.Q_reg[3],2.20
min in group clk1,fifo_cu_i1.ptr_r_syn_1[1],fifo_cu_i1.ptr_r_syn[1],0.35
min in group asynchronous,reset_n,fifo_cu_i1.write_ptr.Q_reg[0],0.67
-- layer usage --
layer / vias up / wire, um
met5: - / 0
met3: 9 / 587
li1: 763 / -
met1: 825 / 2438
met2: 67 / 2673
met4: 0 / 94
-- final cells by class --
type,count,area [um^2],area share
inverters,2,7.507,0.001740
flip-flops and latches,88,2524,0.5850
clock buffers,13,314.1,0.07280
repair buffers,34,320.3,0.07425
well taps,140,175.2,0.04060
multi-input cells,71,898.4,0.2082
clock inverters,7,75.07,0.01740
-- power by group through the flow --
stage	sequential, W	clock, W	combinational [W]
4_1_cts	0.00174	0.00127	0.00194
5_1_grt	0.00178	0.00132	0.00209
6_report	0.00174	0.00124	0.00189
-- timing repair --
| action | in CTS | in global routing |
|---|---|---|
| setup endpoints to repair | 0 | 1 |
| resized | 0 | 1 |
| hold endpoints to repair | 0 | 0 |
Power figures rest on the tool's default switching activity, not on a simulated workload.
